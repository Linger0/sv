===== ./design.v =====
package SRAM_PIM_pkg;
  parameter ROW_BIT     = 4096;
  parameter WORD_BIT    = 16;
  parameter NUM_WORD    = ROW_BIT / WORD_BIT;
  parameter ALU_IMM_BIT = 6;
  parameter OPCODE_BIT  = 4;
  typedef enum logic [OPCODE_BIT-1:0] {
    ALU_AND   = 4'b0100,
    ALU_OR    = 4'b0101,
    ALU_XOR   = 4'b0110,
    ALU_LSR8  = 4'b0010,
    ALU_LSL8  = 4'b0011,
    ALU_ASR   = 4'b0001,
    ALU_ADD   = 4'b1000,
    ALU_ADI   = 4'b1001,
    ALU_UAVG  = 4'b0111,
    ALU_SADD  = 4'b1010,
    ALU_SADI  = 4'b1011,
    ALU_M_ADD = 4'b1100,
    ALU_M_ADI = 4'b1101,
    ALU_OSM   = 4'b1110,
    ALU_OSD   = 4'b1111
  } inst_opcode_e;
  typedef enum logic [1:0] {
    ADDR_RSS = 2'b00,
    ADDR_RSR = 2'b01,
    ADDR_RRR = 2'b10,
    ADDR_SRR = 2'b11
  } inst_addrmode_e;
  typedef enum logic [1:0] {
    W64 = 2'b00,
    W32 = 2'b01,
    W16 = 2'b10,
    W8  = 2'b11
  } inst_opwidth_e;
  typedef enum logic [1:0] {
    OMUX_NONE = 2'd0,
    OMUX_SRAM = 2'd1,
    OMUX_R2   = 2'd2,
    OMUX_R3   = 2'd3
  } omux_osel_e;
  typedef enum int {
    NR    = 'd0,  
    NW    = 'd1,  
    PR    = 'd2,  
    PWRSS = 'd3,  
    PWRSR = 'd4,
    PWRRR = 'd5,
    PWSRR = 'd6,
    NP    = 'd7,  
    PPRSS = 'd8,  
    PPRSR = 'd9,
    PPRRR = 'd10,
    PPSRR = 'd11
  } work_mode_index_e;
endpackage
package Definitions;
  parameter SRAM_ROW_SIZE         = 256;
  parameter SRAM_COL_SIZE         = 256;
  parameter SRAM_BIT_WIDTH        = SRAM_COL_SIZE * 16;
  parameter SRAM_ROW_ADDR_BIT     = 8;
  parameter SRAM_COL_ADDR_BIT     = 8;
  parameter SRAM_BYTE_ACCESS_MODE = 1'b0;
  parameter SRAM_ALL_ACCESS_MODE  = 1'b1;
endpackage
module fsm_seq1011_3alw (
  input      clk,
  input      clr,
  input      x,
  output reg z
);
  reg  [1:0] state, next_state;
  parameter S0 = 2'b00,
            S1 = 2'b01,
            S2 = 2'b10,
            S3 = 2'b11;
  always @(posedge clk or posedge clr) begin
    if (clr) begin
      state <= S0;
    end else begin
      state <= next_state;
    end
  end
  always @(state or x) begin
    case (state)
      S0: if (x == 1'b0) next_state = S0; else next_state = S1;
      S1: if (x == 1'b0) next_state = S2; else next_state = S1;
      S2: if (x == 1'b0) next_state = S0; else next_state = S3;
      default: if (x == 1'b0) next_state = S2; else next_state = S1;
    endcase
  end
  always @(state or x) begin
    if (state==S3 && x==1'b1) begin
      z = 1;
    end else begin
      z = 0;
    end
  end
endmodule

===== ./run.sh =====
#!/bin/bash
# OpenROAD 26Q1-2900-gdf79404cd8, Yosys 0.63+post, stock flow scripts
make -C /OpenROAD-flow-scripts/flow DESIGN_CONFIG=/design/flow/config.mk WORK_HOME=/design/flow/orfs finish

===== ./config.mk =====
export PLATFORM = sky130hd
export DESIGN_NAME = fsm_seq1011_3alw
export DESIGN_NICKNAME = fsm_seq1011_3alw
export VERILOG_FILES = /design/flow/design.v
export SDC_FILE = /design/flow/constraint.sdc
export NUM_CORES = 4
export LEC_CHECK = 1
export CORE_AREA = 10 10 70 70
export DIE_AREA = 0 0 80 80

===== ./constraint.sdc =====
current_design fsm_seq1011_3alw

set clk_period 1.0
set clk_io_pct 0.2

create_clock -name clk0 -period $clk_period [get_ports {clk}]

set non_clock_inputs [all_inputs -no_clocks]
set_input_delay [expr $clk_period * $clk_io_pct] -clock clk0 $non_clock_inputs
set_output_delay [expr $clk_period * $clk_io_pct] -clock clk0 [all_outputs]

==> Changelog: implementation <==
## Implementation

* Number of logged tool warnings at 27
* Clock sink count at 4
* Int Power at between 300 and 400 uW
* Hold Crit Class: in2async
* Length of the first detailed-routing pass in iterations at 2
* Reg power frac at 0.413
* Peak per-stage delay on the critical path at roughly 0.37 ns
* Status: complete, but fails checks
* Switch Pwr at a little over 70 uW
* Syn Area/Cell at 14.76 um2
* Cell Rows at 21
* Top Ports at 4
* Floorplan Utilization at 0.04322
* PortBufs at 3
* Final WL at 298 um
* Top Metal Used: met4
* Setup CP Type: reg2out
* GRT Util Overall at 0.01044
* Yosys synthesis chip area at ~150 um2
* Largest net degree at the start of global routing at 5
* Diode count at 0
* DIE WIDTH at ~80 um
* Die height at about 80 um
* Starting DRT DRC Count at 1
* Fmax at 0.9611 GHz
* CTS clk-pin slew, worst paths at approximately 0.040 ns
* Largest regs: state: 4 flops
* CP delay by family, top: flip-flops
* CP cell instances: and2_4, buf_6
* Final period util at 1.040
* Worst slack, placed at -0.4532 ns
* Slew HR at 0.9069
* Setup Buffers After CTS at 0
* Post-DR vias/cell at between 1.5 and 2
* Synth Seq Share at 0.6864
* Vias in the first global route at between 100 and 150
* Clk ins delay skew pair at 0.23 ns
* Ratio of cells with drive above 1 in the final layout at 0.5263
* Max FFs per register at 4
* # DRC at 0
* Final min period at 1.040 ns
* First-pass GRT wire length at between 400 and 500 um
* Top Layout Cells: clkbuf_4, dfrtp_1, o21ba_2, buf_4
* Largest Register: state
* Synth cell types at 7
* Met3 WL at about 50 um
* Via count at 100
* Slew @ Worst Pin at 0.1395 ns
* Worst VDD drop at around 0.19 mV
* Leakage at 0.1137 nW
* Syn Std Cell Area at approximately 150 um2
* GP Congestion at roughly 0.58
* WP data required at 0.80 ns
* PwrDens at ~1400 mW/mm2
* Ys Warns at 1
* Syn Inst Count at 10
* Final Max Tran Viols at 0
* Die area at around 0.0064 mm2
* WL met1 at between 100 and 150 um
* Setup repair after global routing missed its margin: true
* Clock group share of total power at 0.547
* Hold Buf Count CTS at 0
* CTS tree: done
* Synthesis-to-layout area growth at 88.13%
* Critical-path top delay cell: dfrtp_1
* Number of cells in Yosys stat at 10
* CTS root buf: clkbuf_4
* Antenna violations before repair at 0
* Final clock skew at between 0.005 and 0.006 ns
* Met2 WL at 109 um
* Worst path buffer plus inverter count at 1
* Max cap viols at 0
* Critical path peak fanout at 2
* WP data arrival at 0.84 ns
* CP Capture Type: primary output
* Post-layout util at 0.08132
* Gr ovfl total at 0
* H-tree depth at 1
* Routed WL per cell at approximately 4.6 um
* Max Buffers Root-to-Sink at 2
* Failing checks: setup timing
* Setup violators final at 1
* Number of CTS-inserted buffers at 3
* Combinational Power Share at 0.039
* Switch share at 0.1826
* Total core area at between 0.003 and 0.004 mm2
* Synth flops at 4
* Worst setup margin at -0.04044 ns
* Count of final hold-check violations at 0
* Final ANT Viol Nets at 0
* Startpoint Class: register
worst reg2reg max path, cell delays in order, from the launching register on:
cell and delay [ns]:
dfrtp_1 0.37, buf_4 0.14, o31a_1 0.28
cell usage after synthesis:
| cell type | count | share of area |
|---|---|---|
| o21ba_2 | 2 | 0.14 |
| inv_1 | 1 | 0.025 |
| o31a_1 | 1 | 0.059 |
| and2_1 | 1 | 0.042 |
| dfrtp_1 | 3 | 0.51 |
| dfstp_2 | 1 | 0.18 |
| and2_2 | 1 | 0.051 |
path summary, 6_finish.rpt:
check | cells after the start | slack [ns] | endpoint | start
min reg2reg | 1 | 0.49 | state[1] | state[2]
max reg2reg | 2 | 0.09 | state[2] | state[3]
min in group clk0 | 3 | 0.44 | state[3] | x
min | 2 | 0.14 | state[1] | clr
max in group asynchronous | 2 | 0.63 | state[0] | clr
max | 2 | -0.04 | z | state[3]
layer usage:
| layer | global-route usage | vias to the layer above |
|---|---|---|
| met1 | 0.01003 | 45 |
| met2 | 0.01043 | 3 |
| met4 | 0.007042 | 0 |
| li1 | - | 50 |
| met3 | 0.01477 | 2 |
| met5 | 0 | - |
logic make-up (layout without fill, tap and decap cells):
logic type,after synthesis,in the layout,synth area share
compound gates,3,3,0.1949
buf+inv,1,10,0.02540
flops,4,4,0.6865
simple gates,2,2,0.09327
layout make-up:
class | instances | area, um2
clock buffers | 4 | 26.28
fillers | 399 | 3138
well taps | 46 | 57.56
multi-input cells | 5 | 43.79
repair buffers | 5 | 45.04
inverters | 1 | 3.754
flip-flops and latches | 4 | 101.3
metrics by stage:
step / power [mW] / setup TNS (ns) / cells / hold WS, ns / area [um2]
final: 0.3941 / -0.04044 / 65 / 0.1437 / 277.8
after global routing: 0.4309 / -0.08016 / 65 / 0.1474 / 277.8
after CTS: 0.4080 / -0.05510 / 65 / 0.1441 / 271.5
after detailed placement: 0.1819 / -0.5399 / 61 / 0.4007 / 250.2
after global placement: 0.1816 / -0.5611 / 61 / 0.3964 / 250.2
after floorplan: 0.1690 / 0 / 10 / -0.03464 / 147.6
power by group through the flow:
stage         Clock, mW  Combinational, mW  Sequential, mW
CTS               0.229             0.0159           0.163
global route      0.251             0.0170           0.162
finish            0.216             0.0155           0.163
timing repair:
item	4_1_cts	5_1_grt
setup endpoints to repair	1	1
pin swaps	1	0
resized	5	1
Power and IR drop assume default switching activity.
