File: ./constraint.sdc
current_design comparator

set clk_period 2.7
set clk_io_pct 0.2

create_clock -name clk0 -period $clk_period

set non_clock_inputs [all_inputs -no_clocks]
set_input_delay [expr $clk_period * $clk_io_pct] -clock clk0 $non_clock_inputs
set_output_delay [expr $clk_period * $clk_io_pct] -clock clk0 [all_outputs]
File: ./design.v
package SRAM_PIM_pkg;
  parameter ROW_BIT     = 4096;
  parameter WORD_BIT    = 16;
  parameter NUM_WORD    = ROW_BIT / WORD_BIT;
  parameter ALU_IMM_BIT = 6;
  parameter OPCODE_BIT  = 4;
  typedef enum logic [OPCODE_BIT-1:0] {
    ALU_AND   = 4'b0100,
    ALU_OR    = 4'b0101,
    ALU_XOR   = 4'b0110,
    ALU_LSR8  = 4'b0010,
    ALU_LSL8  = 4'b0011,
    ALU_ASR   = 4'b0001,
    ALU_ADD   = 4'b1000,
    ALU_ADI   = 4'b1001,
    ALU_UAVG  = 4'b0111,
    ALU_SADD  = 4'b1010,
    ALU_SADI  = 4'b1011,
    ALU_M_ADD = 4'b1100,
    ALU_M_ADI = 4'b1101,
    ALU_OSM   = 4'b1110,
    ALU_OSD   = 4'b1111
  } inst_opcode_e;
  typedef enum logic [1:0] {
    ADDR_RSS = 2'b00,
    ADDR_RSR = 2'b01,
    ADDR_RRR = 2'b10,
    ADDR_SRR = 2'b11
  } inst_addrmode_e;
  typedef enum logic [1:0] {
    W64 = 2'b00,
    W32 = 2'b01,
    W16 = 2'b10,
    W8  = 2'b11
  } inst_opwidth_e;
  typedef enum logic [1:0] {
    OMUX_NONE = 2'd0,
    OMUX_SRAM = 2'd1,
    OMUX_R2   = 2'd2,
    OMUX_R3   = 2'd3
  } omux_osel_e;
  typedef enum int {
    NR    = 'd0,  
    NW    = 'd1,  
    PR    = 'd2,  
    PWRSS = 'd3,  
    PWRSR = 'd4,
    PWRRR = 'd5,
    PWSRR = 'd6,
    NP    = 'd7,  
    PPRSS = 'd8,  
    PPRSR = 'd9,
    PPRRR = 'd10,
    PPSRR = 'd11
  } work_mode_index_e;
endpackage
package Definitions;
  parameter SRAM_ROW_SIZE         = 256;
  parameter SRAM_COL_SIZE         = 256;
  parameter SRAM_BIT_WIDTH        = SRAM_COL_SIZE * 16;
  parameter SRAM_ROW_ADDR_BIT     = 8;
  parameter SRAM_COL_ADDR_BIT     = 8;
  parameter SRAM_BYTE_ACCESS_MODE = 1'b0;
  parameter SRAM_ALL_ACCESS_MODE  = 1'b1;
endpackage
module comparator(
  input  logic [15:0] a,
  input  logic [15:0] b,
  output logic c
);
  assign c = (a >= b);
endmodule
File: ./config.mk
export PLATFORM = sky130hd
export DESIGN_NAME = comparator
export DESIGN_NICKNAME = comparator
export VERILOG_FILES = /design/flow/design.v
export SDC_FILE = /design/flow/constraint.sdc
export NUM_CORES = 4
export LEC_CHECK = 1
export CORE_AREA = 10 10 70 70
export DIE_AREA = 0 0 80 80
File: ./run.sh
#!/bin/bash
# OpenROAD 26Q1-2900-gdf79404cd8, Yosys 0.63+post, stock flow scripts
make -C /OpenROAD-flow-scripts/flow DESIGN_CONFIG=/design/flow/config.mk WORK_HOME=/design/flow/orfs finish
==> out/qor.csv <==
metric,value,unit
maxSlewViolCount,0,
grt.total_usage,3.99,%
syn_avg_cell_area,7.26,um^2
cp.required,2.16,ns
grt_pass1_wl,2.16,mm
gr-usage-met1,5.54,%
fillCellCount,362,
synthCells,55,
finalSetupViolCount,0,
ir_drop,0.0000419,V
max_freq,385,MHz
overflow,0,
gp_congestion,0.830,
ys_area,399,um^2
wl_per_cell,10.1,um
rows,21,
critPathMaxFanout,1,
fin_area,977,um^2
startpoint_type,input pin,
worst_ep_arrival_time,2.06,ns
seq_cells,0,
dp_hpwl,1.18,mm
core_region_area,3420,um^2
drcViolationCount,0,
ys_warn_count,0,
seq_area,0,um^2
area_growth,145,%
fp.dieH,80,um
hold_viol_final,0,
place_area,802,um^2
maxCapViolations,0,
met2_usage,6.58,%
netlist_top_cells_count,"ha_1 (16), inv_1 (16), a21oi_1 (6)",
io_pins,33,
ys_seq_share,0,%
n_antenna_cell,0,
min_path_cells,5,
antenna_found_initial,0,
vias_per_cell,3.63,
fin_crit_sh,96.2,%
vias,501,
min_from,a[15],
openroad.warnings,32,
hold_end,c,
netlist_area,399,um^2
yosys_cells,55,
drt-pass1-iter-count,2,
dieArea,6400,um^2
numPortBuffers,33,
grt_use_met3,0.795,%
postCtsHoldBufs,0,
top_area_share,50.2,%
p_leak,0.429,nW
outcome,finished clean,
grt_busiest_layer,met2,
grt_pass1_vias,521,
ys_types,15,
top_area_cell,ha_1,
critPathKind,input pin to primary output,
powerDensity,137,nW/um^2
drive_above_1_share,42.4,%
period_needed,2.60,ns
finish.utilization,28.6,%
hold_path.class,input pin to primary output,
die_w,80,um
tightest_slew,0.233,ns
detail-route-antenna-nets,0,
whs,1.68,ns
drtIter0Drc,5,
max_slew_margin,84.5,%
yosys-top-cells-area,"ha_1 (50%), inv_1 (15%), a21oi_1 (7.5%)",
end_kind,primary output,
fp_util,11.7,%
grt_max_degree,4,
routed_wl,1.40,mm
clock_buffers,0,
[report_power, final]
group | internal, mW | switching, mW
Sequential | 0 | 0
Clock | 0 | 0
Combinational | 0.0817 | 0.0523
Total | 0.0817 | 0.0523
[cells in the final DEF, fill, tap and decap left out]
master           Yosys  routed
dlygate4sd2_1        0       1
ha_1                16       4
dlymetal6s2s_1       0       2
clkdlybuf4s50_1      0       5
a21oi_1              6       6
nand3b_1             1       1
and4_4               0       1
a2111oi_4            0       1
clkbuf_2             0       6
and4_1               2       1
nor2_1               2       2
or4_4                0       1
nand4_4              0       1
nand2b_4             0       1
a211oi_1             1       1
ha_4                 0      12
buf_2                0       1
buf_4                0       4
nor3_1               1       1
o211ai_1             1       1
nand2_1              3       3
inv_1               16       5
o21ai_0              2       2
inv_2                0      11
clkdlybuf4s15_1      0      18
[final cells by class]
type	count	area (um^2)	share of cell area (%)
multi-input combinational	39	531	54.3
timing repair buffer	37	329	33.7
inverter	16	60.1	6.15
tap	46	57.6	5.89
[critical path, stage by stage]
cell,delay (ns)
clkdlybuf4s50_1,0.45
ha_4,0.29
a2111oi_4,0.05
or4_4,0.50
o211ai_1,0.09
buf_2,0.14
[how the worst max path moves through the flow]
| stage | startpoint | endpoint | slack, ns | cells past startpoint |
|---|---|---|---|---|
| after CTS | b[0] | c | 0.003 | 7 |
| after global routing | a[5] | c | -0.008 | 7 |
| final | a[1] | c | 0.10 | 6 |
[metal layers]
metal  vias up  share of wire (%)
li1        265                  -
met1       220                 48
met2        16                 46
met3         0                6.1
met4         0                  0
met5         -                  0
[per-stage QoR]
| stage | TNS [ns] | power (mW) | std cells | worst slack (ns) |
|---|---|---|---|---|
| 2_1_floorplan | 0 | 0.0394 | 55 | 0.613 |
| 3_3_place_gp | -0.491 | 0.102 | 136 | -0.491 |
| 3_5_place_dp | -0.510 | 0.103 | 136 | -0.510 |
| 4_1_cts | 0 | 0.118 | 138 | 0.00286 |
| 5_1_grt | -0.00791 | 0.153 | 138 | -0.00791 |
| 6_report | 0 | 0.134 | 138 | 0.103 |
[kinds of logic after synthesis]
family / synth area share [%]
fa+ha+maj: 50.2
compound gates: 16.0
buf+inv: 15.0
simple gates: 18.8
[repair_timing]
action                     CTS  global route
buffers inserted             2             0
setup endpoints to repair    1             1
resized                     47            43
pin swaps                   13            15
hold endpoints to repair     0             0
No activity file was given, so power comes from the tool's default toggle rates.
